===== design/flow/config.mk =====
export PLATFORM = sky130hd
export DESIGN_NAME = display_multiplexer
export DESIGN_NICKNAME = display_multiplexer
export VERILOG_FILES = /design/flow/design.v
export SDC_FILE = /design/flow/constraint.sdc
export NUM_CORES = 4
export LEC_CHECK = 1
export CORE_AREA = 10 10 108 108
export DIE_AREA = 0 0 118 118

===== design/flow/constraint.sdc =====
current_design display_multiplexer

set clk_period 2.3
set clk_io_pct 0.2

create_clock -name clk0 -period $clk_period [get_ports {clk}]

set non_clock_inputs [all_inputs -no_clocks]
set_input_delay [expr $clk_period * $clk_io_pct] -clock clk0 $non_clock_inputs
set_output_delay [expr $clk_period * $clk_io_pct] -clock clk0 [all_outputs]

===== design/flow/design.v =====
module binary_to_7segment (
    input wire clk,                   
    input wire reset,                 
    input wire [7:0] binary_input,    
    output wire [6:0] seg_hundreds,   
    output wire [6:0] seg_tens,       
    output wire [6:0] seg_units,      
    output wire [2:0] digit_enable    
);
    wire [3:0] hundreds, tens, units;
    binary_to_bcd bcd_converter (
        .binary_in(binary_input),
        .hundreds(hundreds),
        .tens(tens),
        .units(units)
    );
    bcd_to_7seg seg_decoder_hundreds (
        .bcd_in(hundreds),
        .seg_out(seg_hundreds)
    );
    bcd_to_7seg seg_decoder_tens (
        .bcd_in(tens),
        .seg_out(seg_tens)
    );
    bcd_to_7seg seg_decoder_units (
        .bcd_in(units),
        .seg_out(seg_units)
    );
    assign digit_enable = 3'b000; 
endmodule
module binary_to_bcd (
    input wire [7:0] binary_in,
    output reg [3:0] hundreds,
    output reg [3:0] tens,
    output reg [3:0] units
);
    integer i;
    reg [19:0] temp;  
    always @(*) begin
        temp = {12'b0, binary_in};  
        for (i = 0; i < 8; i = i + 1) begin
            if (temp[11:8] >= 5)  
                temp[11:8] = temp[11:8] + 3;
            if (temp[15:12] >= 5)  
                temp[15:12] = temp[15:12] + 3;
            if (temp[19:16] >= 5)  
                temp[19:16] = temp[19:16] + 3;
            temp = temp << 1;
        end
        units    = temp[11:8];
        tens     = temp[15:12];
        hundreds = temp[19:16];
    end
endmodule
module bcd_to_7seg (
    input wire [3:0] bcd_in,
    output reg [6:0] seg_out
);
    always @(*) begin
        case (bcd_in)
            4'h0: seg_out = 7'b1000000;  
            4'h1: seg_out = 7'b1111001;  
            4'h2: seg_out = 7'b0100100;  
            4'h3: seg_out = 7'b0110000;  
            4'h4: seg_out = 7'b0011001;  
            4'h5: seg_out = 7'b0010010;  
            4'h6: seg_out = 7'b0000010;  
            4'h7: seg_out = 7'b1111000;  
            4'h8: seg_out = 7'b0000000;  
            4'h9: seg_out = 7'b0010000;  
            default: seg_out = 7'b1111111;  
        endcase
    end
endmodule
module display_multiplexer (
    input wire clk,                   
    input wire reset,
    input wire [6:0] seg_hundreds,
    input wire [6:0] seg_tens,
    input wire [6:0] seg_units,
    output reg [6:0] seg_out,         
    output reg [2:0] digit_select     
);
    reg [15:0] counter;       
    reg [1:0] digit_counter;  
    always @(posedge clk or posedge reset) begin
        if (reset) begin
            counter <= 0;
            digit_counter <= 0;
        end else begin
            counter <= counter + 1;
            if (counter == 16'd50000) begin  
                counter <= 0;
                digit_counter <= digit_counter + 1;  
                if (digit_counter == 2)  
                    digit_counter <= 0;  
            end
        end
    end
    always @(*) begin
        case (digit_counter)
            2'b00: begin  
                seg_out = seg_units;
                digit_select = 3'b110;  
            end
            2'b01: begin  
                seg_out = seg_tens;
                digit_select = 3'b101;  
            end
            2'b10: begin  
                seg_out = seg_hundreds;
                digit_select = 3'b011;  
            end
            default: begin  
                seg_out = 7'b1111111;  
                digit_select = 3'b111;  
            end
        endcase
    end
endmodule
module top_level (
    input wire clk,                   
    input wire reset,                 
    input wire [7:0] binary_input,    
    output wire [6:0] seg_hundreds,   
    output wire [6:0] seg_tens,       
    output wire [6:0] seg_units,      
    output wire [2:0] digit_enable    
);
    binary_to_7segment display_converter (
        .clk(clk),
        .reset(reset),
        .binary_input(binary_input),
        .seg_hundreds(seg_hundreds),
        .seg_tens(seg_tens),
        .seg_units(seg_units),
        .digit_enable(digit_enable)
    );
endmodule

===== design/flow/run.sh =====
#!/bin/bash
# OpenROAD 26Q1-2900-gdf79404cd8, Yosys 0.63+post, stock flow scripts
make -C /OpenROAD-flow-scripts/flow DESIGN_CONFIG=/design/flow/config.mk WORK_HOME=/design/flow/orfs finish

==> reports/results.ini <==
[power]
p_comb_share_pct = 10.3
power_leakage_nw = 0.577
switching_share_pct = 19.4
cellPowerDensity_nw_per_um2 = 388
p_seq_share_pct = 53.2
ir_drop_uv = 187
p_switching_w = 0.000115
power.internal_w = 0.000479
p_clk_share_pct = 36.5

[die]
io_pins = 33
row_count = 35
die_x_um = 118
initCoreUtil_pct = 10.8
chipArea_um2 = 13900
core_region_area_um2 = 9280
die_y_um = 118

[setup_path]
endpoint_kind = output port
reg2reg_from = counter[3]
r2r_cells = 5
worstReg2RegEnd = counter[9]
cpMostUsedCell = clkdlybuf4s50_1
cp_max_fo = 1
cp.depth = 4
crit_start = seg_tens[2]
critPathRequiredTime_ns = 1.84
path_delay_family = buffers and inverters
crit_buf_inv = 2
crit_path_start_kind = primary input
path_cells = clkdlybuf4s50_1, mux2i_1, a21oi_1, clkdlybuf4s50_1
crit_slowest_cell = clkdlybuf4s50_1
cpPeakStageDelay_ns = 0.49
reg2reg_slack_ns = 0.45
arrival_ns = 1.61
endpoint = seg_out[2]
worst-setup-path-type = primary input to output port

[min_path]
min_path_type = register to register

[logic_synthesis]
postSynth.asyncResetShare_pct = 100
common_cells = dfrtp_1, nor2_1, mux2i_1, a21oi_1, nand3_1
ys_area_um2 = 1010
ys_cells = 106
top_area_cell = dfrtp_1
ys.flops = 18
yosys_warnings = 1
top_cells_by_area = dfrtp_1, mux2i_1, nor2_1, xnor2_1, xor2_1
top_cell = dfrtp_1
flop_cell = dfrtp_1
edf_count = 0
ys_types = 28
postSynthCellCount = 106
ys_seq_share_pct = 44.7
synth.top_cell.area_share_pct = 44.7
syn_area_um2 = 1010
avgSynthCellArea_um2 = 9.50

[clock_tree]
cts_buffers = 3
cts.sinks = 18
root_buffer = clkbuf_8
clk_latency_ns = 0.25
clockBufferDepth = 2
post_cts_resized = 0
htree_levels = 1
cts_tree = built
path_clk_slew_ns = 0.07
cts-hold-fix-buffers = 0
post_cts_buffers = 0

[grt]
grt.total_usage_pct = 3.37
grt_pass1_wl_um = 4080
grt_pass1_vias = 865
grt_remaining_overflow = 0
grt_max_degree = 19
antenna_found_initial = 0

[final_timing]
fin_setup_tns_ns = 0
rsz0062_at_grt = no
hold_violations = 0
min_period_over_period_pct = 90.1
max_slew.worst_pin.slew_ns = 0.690
period_needed_ns = 2.07
slew_violations = 0
setup-violations-final = 0
max_clock_freq_mhz = 483
maxSlewHeadroom_pct = 53.9
finClkSkew_ns = 0.00358

[place]
dp.cells = 266
portBuffers = 32
globalplace.congestion = 0.792
hpwl_um = 1970

[detailed_routing]
drc = 0
routedWlPerCell_um = 9.20
n_antenna_cell = 0
finalWirelength_um = 2480
drt-pass1-iter-count = 2
antenna_left = 0
via_count = 871
via_per_inst = 3.24
drtIter0Drc = 25

[cells_and_area]
synthToLayoutAreaGrowth_pct = 52.2
utilization_pct = 16.5
layout-drive-gt1-share_pct = 5.71
stdcell_count = 269

[status]
status = complete, no violations

[flow_run]
warning_count = 26
maxCapViolCount = 0

## logic make-up after synthesis
logic type	count (synthesis)	synth area share, %
xor gates and xnor gates	11	9.56
DFF	18	44.7
and+or+nand+nor	45	23.2
muxes	10	9.94
buffers and inverters	9	3.85
AOI/OAI and AO/OA	11	6.21
adders and majority gates	2	2.48
## metal layers
layer | vias to the layer above | routed length (um) | GRT usage [%]
met1 | 400 | 1200 | 4.63
met3 | 7 | 161 | 0.972
met5 | - | 0 | 0
li1 | 439 | - | -
met4 | 0 | 56 | 0.696
met2 | 25 | 1060 | 5.14
## per-stage QoR
step	hold WS [ns]	power (W)	cell area, um2	setup slack [ns]
5_1_grt	0.545	0.000624	1530	0.116
3_5_place_dp	0.509	0.000385	1490	0.207
3_3_place_gp	0.494	0.000385	1490	0.228
4_1_cts	0.518	0.000602	1530	0.211
6_report	0.514	0.000595	1530	0.229
2_1_floorplan	0.399	0.000333	1010	0.573
## state kept, by name, summed over array words and instances, names as in the netlist
| register | count |
|---|---|
| digit_counter | 2 |
| counter | 16 |
## area by class of cell
cell class	instances	area (um2)
flip-flops and latches	18	450
multi-input cells	79	518
clock buffers	3	41.3
fillers	1090	7750
repair buffers	35	343
well taps	129	161
inverters	5	18.8
## worst min path at each step
| stage | from | to | slack, ns | depth (start not counted) |
|---|---|---|---|---|
| after CTS | counter[0] | counter[0] | 0.52 | 1 |
| after global routing | counter[0] | counter[0] | 0.55 | 1 |
| final | counter[0] | counter[0] | 0.51 | 1 |
## cell usage in the layout, fill, tap and decap left out
master           instances
clkdlybuf4s50_1         32
dfrtp_1                 18
nor2_1                  15
mux2i_1                 10
a21oi_1                  8
nand3_1                  7
nand4_1                  6
xnor2_1                  6
nand2_1                  5
xor2_1                   5
inv_1                    4
clkbuf_8                 3
buf_4                    3
and3_1                   2
nor2b_1                  2
ha_1                     2
clkinv_1                 1
or4_1                    1
or4b_1                   1
nand3b_1                 1
nor4_2                   1
nand2b_1                 1
nor3_1                   1
o21ai_2                  1
a22o_1                   1
o21ai_0                  1
or3_1                    1
nor4_1                   1
## power groups by stage
stage	Sequential [W]	Clock, W	Combinational [W]
4_1_cts	0.000316	0.000222	0.0000631
6_report	0.000317	0.000217	0.0000614
5_1_grt	0.000316	0.000241	0.0000665
Power and IR drop assume default switching activity.
